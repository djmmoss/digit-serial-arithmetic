`flow/design.v`:
```
module MuxLeftShiftModule(
    input [14:0] io_in,
    input [14:0] io_shiftAmount,
    output[14:0] io_o
);
  wire[14:0] T10;
  wire[45:0] fourShift;
  wire[45:0] T11;
  wire[29:0] threeShift;
  wire[29:0] T12;
  wire[21:0] twoShift;
  wire[21:0] T13;
  wire[17:0] oneShift;
  wire[17:0] T14;
  wire[15:0] zeroShift;
  wire[15:0] T15;
  wire[15:0] T0;
  wire T1;
  wire[17:0] T2;
  wire T3;
  wire[21:0] T4;
  wire T5;
  wire[29:0] T6;
  wire T7;
  wire[45:0] T8;
  wire T9;
  assign io_o = T10;
  assign T10 = fourShift[4'he:1'h0];
  assign fourShift = T9 ? T8 : T11;
  assign T11 = {16'h0, threeShift};
  assign threeShift = T7 ? T6 : T12;
  assign T12 = {8'h0, twoShift};
  assign twoShift = T5 ? T4 : T13;
  assign T13 = {4'h0, oneShift};
  assign oneShift = T3 ? T2 : T14;
  assign T14 = {2'h0, zeroShift};
  assign zeroShift = T1 ? T0 : T15;
  assign T15 = {1'h0, io_in};
  assign T0 = io_in << 1'h1;
  assign T1 = io_shiftAmount[1'h0:1'h0];
  assign T2 = zeroShift << 2'h2;
  assign T3 = io_shiftAmount[1'h1:1'h1];
  assign T4 = oneShift << 3'h4;
  assign T5 = io_shiftAmount[2'h2:2'h2];
  assign T6 = twoShift << 4'h8;
  assign T7 = io_shiftAmount[2'h3:2'h3];
  assign T8 = threeShift << 5'h10;
  assign T9 = io_shiftAmount[3'h4:3'h4];
endmodule
module SDOnlineConversionModule(input clk, input reset,
    input [1:0] io_a,
    input  io_start,
    output[13:0] io_o
);
  wire[14:0] T13;
  wire[13:0] inCounter;
  wire[13:0] T0;
  reg [13:0] counter;
  wire[13:0] T14;
  wire[14:0] nextQ;
  wire[14:0] T1;
  wire[14:0] T2;
  wire[14:0] T3;
  wire[13:0] inQM;
  reg [13:0] qm;
  wire[13:0] T15;
  wire[14:0] T16;
  wire[14:0] nextQM;
  wire[14:0] T4;
  wire[14:0] T5;
  wire[14:0] T6;
  wire[14:0] T7;
  wire[14:0] T8;
  wire[13:0] inQ;
  reg [13:0] q;
  wire[13:0] T17;
  wire[14:0] T18;
  wire negOne;
  wire[14:0] T9;
  wire zero;
  wire T10;
  wire T11;
  wire[14:0] T12;
  wire one;
  wire[13:0] T19;
  wire[14:0] MuxLeftShiftModule_io_o;
  assign T13 = {1'h0, inCounter};
  assign inCounter = io_start ? 14'hb : T0;
  assign T0 = counter - 14'h1;
  assign T14 = reset ? 14'hc : inCounter;
  assign nextQ = one ? T12 : T1;
  assign T1 = zero ? T9 : T2;
  assign T2 = negOne ? T3 : 15'h0;
  assign T3 = {inQM, 1'h1};
  assign inQM = io_start ? 14'h0 : qm;
  assign T15 = T16[4'hd:1'h0];
  assign T16 = reset ? 15'h0 : nextQM;
  assign nextQM = one ? T8 : T4;
  assign T4 = zero ? T7 : T5;
  assign T5 = negOne ? T6 : 15'h0;
  assign T6 = {inQM, 1'h0};
  assign T7 = {inQM, 1'h1};
  assign T8 = {inQ, 1'h0};
  assign inQ = io_start ? 14'h0 : q;
  assign T17 = T18[4'hd:1'h0];
  assign T18 = reset ? 15'h0 : nextQ;
  assign negOne = io_a == 2'h1;
  assign T9 = {inQ, 1'h0};
  assign zero = T11 & T10;
  assign T10 = one ^ 1'h1;
  assign T11 = negOne ^ 1'h1;
  assign T12 = {inQ, 1'h1};
  assign one = io_a == 2'h2;
  assign io_o = T19;
  assign T19 = MuxLeftShiftModule_io_o[4'hd:1'h0];
  MuxLeftShiftModule MuxLeftShiftModule(
       .io_in( nextQ ),
       .io_shiftAmount( T13 ),
       .io_o( MuxLeftShiftModule_io_o )
  );
  always @(posedge clk) begin
    if(reset) begin
      counter <= 14'hc;
    end else if(io_start) begin
      counter <= 14'hb;
    end else begin
      counter <= T0;
    end
    qm <= T15;
    q <= T17;
  end
endmodule
```
`flow/run.sh`:
```
#!/bin/bash
# OpenROAD 26Q1-2900-gdf79404cd8, Yosys 0.63+post, stock flow scripts
make -C /OpenROAD-flow-scripts/flow DESIGN_CONFIG=/design/flow/config.mk WORK_HOME=/design/flow/orfs finish
```
`flow/config.mk`:
```
export PLATFORM = sky130hd
export DESIGN_NAME = SDOnlineConversionModule
export DESIGN_NICKNAME = SDOnlineConversionModule
export VERILOG_FILES = /design/flow/design.v
export SDC_FILE = /design/flow/constraint.sdc
export NUM_CORES = 4
export LEC_CHECK = 1
export CORE_UTILIZATION = 30
```
`flow/constraint.sdc`:
```
current_design SDOnlineConversionModule

set clk_period 4.4
set clk_io_pct 0.2

create_clock -name clk0 -period $clk_period [get_ports {clk}]

set non_clock_inputs [all_inputs -no_clocks]
set_input_delay [expr $clk_period * $clk_io_pct] -clock clk0 $non_clock_inputs
set_output_delay [expr $clk_period * $clk_io_pct] -clock clk0 [all_outputs]
```
==> out/metrics.cfg <==
[sta]
tightest_slew_ns = 0.809
skew_ns = 0.00236
tns_ns = 0
finalCritPeriodShare_pct = 92.0
hold_viol = 0
drv_slew = 0
max_freq_ghz = 0.247
fin_crit_ns = 4.05
relSlewSlack_pct = 45.9
rsz0062_at_grt = false
setup_viol = 0

[floorplan]
fp.dieW_um = 85.1
fp_util_pct = 31.9
coreArea_mm2 = 0.00649
num_io_pins = 19
die-area_mm2 = 0.00724
rows = 29
die_h_um = 85.1

[synth]
async_flop_share_pct = 0
top_area_share_pct = 30.0
netlist_top_cells_area = dfxtp_1 30%, mux4_2 8.7%, nor2_1 6.7%
yosysCellCount = 254
ys.flop_type = dfxtp_1
netlist_instances = 254
post_synth_num_cell_types = 56
synth_top_cell_by_area = dfxtp_1
yosysSeqAreaShare_pct = 30.0
synth-edff-count = 0
yosys_area_mm2 = 0.00207
synth_area_mm2 = 0.00207
yosys_warnings = 1
syn_area_per_cell_um2 = 8.15
ys.flops = 31

[worst_setup_path]
cp_cell_sequence = dlymetal6s2s_1 > inv_1 > ha_2 > nand2_1 > mux4_2 > o221ai_1 > a2bb2oi_1 > o22ai_1 > clkdlybuf4s50_1
crit_type = in2out
crit_buf_inv = 3
cp-end-kind = output port
rr_startpoint = counter[0]
crit_family = buffers and inverters
reg2reg_depth = 5
worstPathArrival_ns = 3.17
r2r_setup_slack_ns = 2.55
critPathMaxFanout = 14
max_stage_delay_ns = 0.49
reg2reg_to = counter[2]
critical-path-slowest-cell = mux4_2
cp_data_required_time_ns = 3.52
worstSetupStartpointType = primary input

[flow_run]
max_cap_violations = 0
warnings = 26

[min_path]
min_delay_worst_endpoint = qm[6]
min_from = qm[5]
min_path_cells = 2
hp-class = reg2reg

[pwr]
leakagePower_nw = 0.919
powerDensity_mw_per_mm2 = 263
comb_power_share_pct = 25.7
p_switching_mw = 0.219
irDropWorstVdd_v = 0.000109
share_clk_of_total_power_pct = 32.4
p_sw_share_pct = 31.6
intPower_mw = 0.474
totalPowerFinal_mw = 0.692
pwr-share-seq_pct = 41.9

[global_route]
antenna_found_initial = 0
grt_pass1_wl_um = 9580
grt_pass1_vias = 1891
gr-total-overflow = 0
grt_max_degree = 25
grt_usage_pct = 16.8

[cells_and_area]
final_area_mm2 = 0.00264
lay_top_count = nor2_1
area_growth_pct = 27.3
drive_above_1_share_pct = 21.4
final_layout_top_logic_cells = 36 x nor2_1, 33 x buf_4, 31 x dfxtp_1

[drt]
antenna_cells = 0
drc = 0
routed_wl_um = 5730
ant_nets = 0
dr.pass1.iters = 4
avgViaCountPerCell = 5.50
wl_per_cell_um = 15.4
num_vias = 2045
drt_iter0_markers = 109

[clock_tree]
cts_max_path_buffers = 2
cts_tree = built
clk_latency_ns = 0.28
cts.sinks = 31
path_clk_slew_ns = 0.07
cts_setup_buffers = 0
cts_hold_buf = 0
h-tree-depth = 2
cts_buffers = 5
root_buffer = clkbuf_8

[placed_design]
port_buffers = 18
placed_area_mm2 = 0.00250
hpwl_um = 4290
gp_congestion = 0.957

[status]
status = finished, final reports clean

[worst register-to-register path: cells and delay by family, from the launching register on]
family,cells,cell delay (ns)
AND/OR/NAND/NOR,2,0.37
adder cells (fa/ha/maj),1,0.26
buffers and inverters,1,0.17
XOR/XNOR,1,0.67
flip-flops,1,0.32
[routing by layer]
layer	global-route usage (%)	share of wire, %	up-vias
li1	-	-	1014
met1	27.3	50	964
met2	25.0	42	61
met3	2.57	6.2	6
met4	2.16	1.1	0
met5	0	0	-
[stage by stage]
| stage | hold WS (ns) | std cells | util, % | setup slack (ns) |
|---|---|---|---|---|
| after global routing | 0.528 | 372 | 40.6 | 0.187 |
| after detailed placement | 0.482 | 364 | 38.5 | -0.133 |
| after global placement | 0.473 | 364 | 38.5 | -0.160 |
| final | 0.499 | 372 | 40.6 | 0.351 |
| after floorplan | 0.454 | 254 | - | 1.07 |
| after CTS | 0.501 | 372 | 40.3 | 0.00180 |
[power groups by stage]
stage | Sequential (mW) | Combinational, mW | Clock [mW]
finish | 0.290 | 0.178 | 0.225
CTS | 0.290 | 0.174 | 0.229
global route | 0.290 | 0.193 | 0.245
[state kept, by name (all words and copies together) (netlist names)]
signal   flops
counter      5
q           13
qm          13
[cell type report]
type	instances	area, µm²
multi-input combinational	194	1350
clock buffer	6	72.6
inverter	10	37.5
tap	77	96.3
sequential	31	621
fill	659	3860
clock inverter	2	12.5
timing repair buffer	52	444
[kinds of logic after synthesis]
logic type	share of synthesized area, %
simple gates	22.7
compound gates	27.6
flops	30.0
buf+inv	6.83
mux	10.2
fa+ha+maj	1.81
xor+xnor	0.846
[cells in the mapped netlist (3+ instances only)]
| cell type | count |
|---|---|
| nand2_1 | 18 |
| nor3_1 | 3 |
| nand3_1 | 4 |
| o21a_1 | 7 |
| and2_1 | 3 |
| buf_6 | 3 |
| nor2_1 | 37 |
| buf_2 | 5 |
| clkbuf_1 | 10 |
| dfxtp_1 | 31 |
| a21oi_1 | 8 |
| o21ai_1 | 10 |
| nor2b_1 | 9 |
| o21ai_0 | 17 |
| o2111ai_1 | 3 |
| a32oi_1 | 3 |
| a22oi_1 | 11 |
| a31oi_1 | 4 |
| nand2b_1 | 4 |
| o211ai_1 | 4 |
| inv_1 | 9 |
| ha_1 | 3 |
| mux4_2 | 8 |
[repair_timing]
item,in CTS,in global routing
gates resized,9,8
gates cloned,0,0
setup endpoints to repair,8,9
pin swaps,3,2
[how the worst max path moves through the flow]
stage / depth (start not counted) / slack [ns] / endpoint / start
final: 9 / 0.35 / io_o[13] / io_a[1]
after global routing: 8 / 0.19 / io_o[13] / counter[0]
after CTS: 9 / 0.002 / io_o[12] / io_a[0]
Power and IR drop assume default switching activity.
