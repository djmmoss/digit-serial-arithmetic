==> design/flow/design.v <==
module FixedDotProductModule(input clk,
    input [31:0] io_a_7,
    input [31:0] io_a_6,
    input [31:0] io_a_5,
    input [31:0] io_a_4,
    input [31:0] io_a_3,
    input [31:0] io_a_2,
    input [31:0] io_a_1,
    input [31:0] io_a_0,
    input [31:0] io_b_7,
    input [31:0] io_b_6,
    input [31:0] io_b_5,
    input [31:0] io_b_4,
    input [31:0] io_b_3,
    input [31:0] io_b_2,
    input [31:0] io_b_1,
    input [31:0] io_b_0,
    output[31:0] io_c
);
  wire[31:0] T0;
  wire[31:0] T80;
  wire[47:0] T1;
  wire[63:0] T2;
  reg [63:0] R3;
  wire[63:0] T4;
  wire[63:0] T5;
  wire[63:0] T6;
  wire[63:0] T7;
  wire[63:0] T8;
  wire[31:0] T9;
  reg [31:0] R10;
  wire[31:0] T11;
  reg [31:0] R12;
  wire[63:0] T13;
  wire[63:0] T14;
  wire[63:0] T15;
  wire[63:0] T16;
  wire[63:0] T17;
  wire[63:0] T18;
  wire[31:0] T19;
  reg [31:0] R20;
  wire[31:0] T21;
  reg [31:0] R22;
  wire[63:0] T23;
  wire[63:0] T24;
  wire[63:0] T25;
  wire[63:0] T26;
  wire[63:0] T27;
  wire[63:0] T28;
  wire[31:0] T29;
  reg [31:0] R30;
  wire[31:0] T31;
  reg [31:0] R32;
  wire[63:0] T33;
  wire[63:0] T34;
  wire[63:0] T35;
  wire[63:0] T36;
  wire[63:0] T37;
  wire[63:0] T38;
  wire[31:0] T39;
  reg [31:0] R40;
  wire[31:0] T41;
  reg [31:0] R42;
  wire[63:0] T43;
  wire[63:0] T44;
  wire[63:0] T45;
  wire[63:0] T46;
  wire[63:0] T47;
  wire[63:0] T48;
  wire[31:0] T49;
  reg [31:0] R50;
  wire[31:0] T51;
  reg [31:0] R52;
  wire[63:0] T53;
  wire[63:0] T54;
  wire[63:0] T55;
  wire[63:0] T56;
  wire[63:0] T57;
  wire[63:0] T58;
  wire[31:0] T59;
  reg [31:0] R60;
  wire[31:0] T61;
  reg [31:0] R62;
  wire[63:0] T63;
  wire[63:0] T64;
  wire[63:0] T65;
  wire[63:0] T66;
  wire[63:0] T67;
  wire[63:0] T68;
  wire[31:0] T69;
  reg [31:0] R70;
  wire[31:0] T71;
  reg [31:0] R72;
  wire[63:0] T73;
  wire[63:0] T74;
  wire[63:0] T75;
  wire[31:0] T76;
  reg [31:0] R77;
  wire[31:0] T78;
  reg [31:0] R79;
  assign io_c = T0;
  assign T0 = T80;
  assign T80 = T1[5'h1f:1'h0];
  assign T1 = $signed(T2) >>> 5'h10;
  assign T2 = R3;
  assign T4 = T5;
  assign T5 = T13 + T6;
  assign T6 = T7;
  assign T7 = T8;
  assign T8 = $signed(T11) * $signed(T9);
  assign T9 = R10;
  assign T11 = R12;
  assign T13 = T14;
  assign T14 = T15;
  assign T15 = T23 + T16;
  assign T16 = T17;
  assign T17 = T18;
  assign T18 = $signed(T21) * $signed(T19);
  assign T19 = R20;
  assign T21 = R22;
  assign T23 = T24;
  assign T24 = T25;
  assign T25 = T33 + T26;
  assign T26 = T27;
  assign T27 = T28;
  assign T28 = $signed(T31) * $signed(T29);
  assign T29 = R30;
  assign T31 = R32;
  assign T33 = T34;
  assign T34 = T35;
  assign T35 = T43 + T36;
  assign T36 = T37;
  assign T37 = T38;
  assign T38 = $signed(T41) * $signed(T39);
  assign T39 = R40;
  assign T41 = R42;
  assign T43 = T44;
  assign T44 = T45;
  assign T45 = T53 + T46;
  assign T46 = T47;
  assign T47 = T48;
  assign T48 = $signed(T51) * $signed(T49);
  assign T49 = R50;
  assign T51 = R52;
  assign T53 = T54;
  assign T54 = T55;
  assign T55 = T63 + T56;
  assign T56 = T57;
  assign T57 = T58;
  assign T58 = $signed(T61) * $signed(T59);
  assign T59 = R60;
  assign T61 = R62;
  assign T63 = T64;
  assign T64 = T65;
  assign T65 = T73 + T66;
  assign T66 = T67;
  assign T67 = T68;
  assign T68 = $signed(T71) * $signed(T69);
  assign T69 = R70;
  assign T71 = R72;
  assign T73 = T74;
  assign T74 = T75;
  assign T75 = $signed(T78) * $signed(T76);
  assign T76 = R77;
  assign T78 = R79;
  always @(posedge clk) begin
    R3 <= T4;
    R10 <= io_b_7;
    R12 <= io_a_7;
    R20 <= io_b_6;
    R22 <= io_a_6;
    R30 <= io_b_5;
    R32 <= io_a_5;
    R40 <= io_b_4;
    R42 <= io_a_4;
    R50 <= io_b_3;
    R52 <= io_a_3;
    R60 <= io_b_2;
    R62 <= io_a_2;
    R70 <= io_b_1;
    R72 <= io_a_1;
    R77 <= io_b_0;
    R79 <= io_a_0;
  end
endmodule
==> design/flow/run.sh <==
#!/bin/bash
# OpenROAD 26Q1-2900-gdf79404cd8, Yosys 0.63+post, stock flow scripts
make -C /OpenROAD-flow-scripts/flow DESIGN_CONFIG=/design/flow/config.mk WORK_HOME=/design/flow/orfs finish
==> design/flow/config.mk <==
export PLATFORM = sky130hd
export DESIGN_NAME = FixedDotProductModule
export DESIGN_NICKNAME = FixedDotProductModule
export VERILOG_FILES = /design/flow/design.v
export SDC_FILE = /design/flow/constraint.sdc
export NUM_CORES = 4
export LEC_CHECK = 1
export CORE_UTILIZATION = 30
==> design/flow/constraint.sdc <==
current_design FixedDotProductModule

set clk_period 14.8
set clk_io_pct 0.2

create_clock -name clk0 -period $clk_period [get_ports {clk}]

set non_clock_inputs [all_inputs -no_clocks]
set_input_delay [expr $clk_period * $clk_io_pct] -clock clk0 $non_clock_inputs
set_output_delay [expr $clk_period * $clk_io_pct] -clock clk0 [all_outputs]
==> qor.txt <==
CTS sink cnt = 544
floorplan core density = 0.301
Req. time, crit path = 15.57 ns
post-route clock period utilization = 0.860
CTS tree = yes
Clock Latency Late Sink = 0.98 ns
critical setup path kind = flop to flop
share of post-route cells with drive strength above 1 = 0.0280
result of the run = complete, no violations
yosys warns = 1
final setup violation count = 0
Final Wtd Congestion = 1.03
Buffers on Ports = 544
via count = 162,000
Worst slew margin = 0.240
Max-area cell share = 0.601
tool warnings = 33
fraction of registers with async set/reset = 0
Post-Synthesis Cell Area = 246,000 um^2
WP data arrival = 13.50 ns
total wire length = 841,000 um
ys flops = 544
remaining antenna violation count after routing = 0
placed inst area = 264,000 um^2
Final Worst Setup Slack = 2.07 ns
IO Count = 545
Placement Setup Slack = 2.09 ns
fin crit period = 12.73 ns
Avg WL per Cell = 23.0 um
Finished Cell Area = 268,000 um^2
Seq share, synth = 0.0443
max frequency = 78.6 MHz
gr busiest metal = met2
Clock Tree Buf Depth = 4
vias in the first global route = 183,000
1st-iter DRT viols = 7,078
yosys cell count = 25,600
first-pass GRT wire length = 1,250,000 um
largest fanout on the critical path = 17
HPWL after detailed placement = 720,000 um
Pins Over Slew Limit = 0
yosys stat area = 246,000 um^2
initial antenna violation count = 127
clock skew = 0.0926 ns
Min-Delay Path Class = flop to flop
chip area = 823,000 um^2
Die Span Y = 907 um
ys flop type = dfxtp_1
P&R area growth vs syn = 8.94%
MaxCap Viol Count = 0
post-synth cell types = 46
grt met1 use = 0.265
Resized cells post-CTS = 0
Post-synth top cells = 7,487 x inv_1, 7,388 x fa_1, 3,559 x nand2_1, 3,546 x and2_1, 1,295 x clkbuf_1
Worst Setup Start Kind = flop
met2 usage = 0.340
worst-margin pin slew = 1.13 ns
RSZ-0062 raised after global routing = false
Synth area leader = fa_1
crit path capture type = flop
hold buffers post-CTS = 0
setup bufs post-CTS = 0
Die X = 907 um
syn avg cell area = 9.61 um^2
Mapped Cells = 25,600
pin count of the biggest net entering global routing = 34
clock root buffer = clkbuf_16
total track usage = 0.223
Core ar. = 817,000 um^2
first drt pass iteration count = 7
num rows = 332
final hold vios = 0
Synth top cell by count = inv_1
Via density = 4.42
Post-synth EDFFs = 0
DRC violations left = 0
Clk pin slew, worst setup/hold paths = 0.07 ns
Final TNS setup = 0 ns
met3 Use GR = 0.124
Post-synth area hogs = fa_1 60%, inv_1 11%, and2_1 9.0%, ha_1 5.5%, nand2_1 5.4%
GRT overflow = 0
Max H-tree Level = 3
CTS Buf Count = 95
## registers in the layout, summed over array words and instances, names as in the netlist
name and flops:
R40 32, R62 32, R20 32, R50 32
R70 32, R12 32, R52 32, R77 32
R32 32, R22 32, R10 32, R30 32
R3 32, R42 32, R79 32, R60 32
R72 32
## layout by cell type, fill, tap and decap left out, types with 8 or more instances in the layout
cell and instances:
buf_4 536, clkinv_2 11, diode_2 246, xnor2_1 327
dfxtp_1 544, ha_1 1079, bufinv_16 11, inv_8 9
clkinv_4 8, clkdlybuf4s50_1 544, or2b_1 18, clkbuf_16 96
a21oi_1 26, and2_1 3546, nor2b_1 39, nand2_1 3559
clkbuf_8 8, inv_6 14, nor2_1 59, nand2b_1 35
inv_1 7487, a21o_1 19, fa_1 7388, xor2_1 69
## worst max-delay path: stages, from the launching register on
cell and delay, ns:
dfxtp_1 0.69, nand2_1 0.50, inv_1 0.56, fa_1 0.51, inv_1 0.09, fa_1 0.47
fa_1 0.53, fa_1 0.54, fa_1 0.44, fa_1 0.56, fa_1 0.63, fa_1 1.11
fa_1 0.63, fa_1 0.98, fa_1 0.54, fa_1 0.59, fa_1 0.59, xor2_1 0.22
xnor2_1 0.16, xnor2_1 0.31, xnor2_1 0.18, xnor2_1 0.16, xnor2_1 0.10, xnor2_1 0.75
xnor2_1 0.27, xnor3_1 0.29, xnor2_1 0.14
## final timing paths
kind            from  endpoint  slack, ns  cells after the start
max          R32[31]    R3[47]       2.07                     26
min reg2reg  R77[31]    R3[47]       1.80                      8
max reg2reg  R32[31]    R3[47]       2.07                     26
min          R77[31]    R3[47]       1.80                      8
## area by class of cell
type	count	area, um^2
Timing Repair Buffer	1080	9470
Clock buffer	111	2540
Antenna cell	246	616
Fill cell	82500	549000
Tap cell	10900	13600
Inverter	7490	28100
Sequential cell	544	10900
Multi-Input combinational cell	16200	202000
Clock inverter	60	749
## metrics by stage
stage / hold slack, ns / instances / utilization
2_1_floorplan: 1.16 / 25600 / -
3_3_place_gp: 1.74 / 36200 / 0.323
3_5_place_dp: 1.72 / 36200 / 0.323
4_1_cts: 1.84 / 36400 / 0.327
5_1_grt: 1.89 / 36600 / 0.328
6_report: 1.80 / 36600 / 0.328
## metal layers
metal | vias up | wire length, um
li1 | 69300 | -
met1 | 84200 | 288000
met2 | 6833 | 389000
met3 | 1232 | 112000
met4 | 44 | 49300
met5 | - | 2230
## cell families after synthesis
kind of cell               after synthesis  synth area share
AOI/OAI and AO/OA                       78           0.00207
DFF                                    544            0.0443
adders and majority gates             8467             0.656
buffers and inverters                 8814             0.135
xor gates and xnor gates               401            0.0144
and+or+nand+nor                       7277             0.148
